`run.sh`:
```
#!/bin/bash
# OpenROAD 26Q1-2900-gdf79404cd8, Yosys 0.63+post, stock flow scripts
make -C /OpenROAD-flow-scripts/flow DESIGN_CONFIG=/design/flow/config.mk WORK_HOME=/design/flow/orfs finish
```
`config.mk`:
```
export PLATFORM = sky130hd
export DESIGN_NAME = regfile_1024bit
export DESIGN_NICKNAME = regfile_1024bit
export VERILOG_FILES = /design/flow/design.v
export SDC_FILE = /design/flow/constraint.sdc
export NUM_CORES = 4
export LEC_CHECK = 1
export CORE_AREA = 10 10 646 646
export DIE_AREA = 0 0 656 656
```
`constraint.sdc`:
```
current_design regfile_1024bit

set clk_period 60.2
set clk_io_pct 0.2

create_clock -name clk0 -period $clk_period [get_ports {clk}]

set non_clock_inputs [all_inputs -no_clocks]
set_input_delay [expr $clk_period * $clk_io_pct] -clock clk0 $non_clock_inputs
set_output_delay [expr $clk_period * $clk_io_pct] -clock clk0 [all_outputs]
```
`design.v`:
```
module regfile_1024bit (
    input  wire         clk,        
    input  wire         rw,         
    input  wire         sel,        
    input  wire [511:0] data_in,    
    output reg  [511:0] data_out    
);
    reg [1023:0] regfile;
    always @(posedge clk) begin
        if (rw) begin
            if (sel) begin
                regfile[1023:512] <= data_in;   
            end else begin
                regfile[511:0]   <= data_in;    
	    end
        end else begin
            if (sel) begin
                data_out <= regfile[1023:512];  
            end else begin 
                data_out <= regfile[511:0];     
       	    end 
	end
    end
endmodule
```
==> impl_metrics.tcl <==
# flow metrics
set metrics [dict create \
    num_rows 233 \
    cap_violations 0 \
    slew_viol_final 0 \
    finClkSkew_ps 86.68 \
    final_area_um2 76590 \
    holdWs_ps 465.2 \
    via_per_inst 2.769 \
    grt_first_pass_wirelength_mm 213.9 \
    ctsHtreeMaxLevel 4 \
    status "finished, final reports clean" \
    clk_latency_ps 880 \
    path_buffers 6 \
    timing.final.crit_share_pct 26.41 \
    drive_gt1_share_pct 23.27 \
    yosys-stat-cells 2108 \
    clock-root-buffer "clkbuf_16" \
    critPathTopFamily "buffers and inverters" \
    grt_max_degree 106 \
    antenna_found_initial 55 \
    seqCellArea_um2 46120 \
    ys_seq_share_pct 84.93 \
    clockBufferDepth 4 \
    synth_area_um2 54310 \
    reg2reg_slack_ps 59220 \
    areaGrowthSynthToFinish_pct 41.03 \
    postCtsSetupRepairBufs 0 \
    cts_tree "built" \
    hold_buffers 0 \
    cts_resized 0 \
    ys_types 9 \
    wl_per_cell_um 17.89 \
    layout.area.comb_um2 7507 \
    ys_warn_count 1 \
    log.warning_count 29 \
    drc 0 \
    cts_sinks 1536 \
    hold_viol 0 \
    max_stage_delay_ps 710 \
    critPathKind "input port to flop" \
    clk_pin_slew_ps 60 \
    avgSynthCellArea_um2 25.76 \
    grt_usage_pct 7.272 \
    cp-start-kind "input port" \
    cts_buffers 169 \
    totalWireLength_mm 158.5 \
    critPathMaxFanout 94 \
    setup_viol 0 \
    num_vias 24530 \
    dr.pass1.iters 5 \
    timing.slew.headroom_pct 43.16 \
    place_inst 8529 \
    dr.first_iter.drc_count 1248 \
    critical_path.slowest_cell "buf_4" \
    grt_pass1_vias 26248 \
    io_pins 1027 \
    path_cells "clkdlybuf4s50_1, and2_4, buf_4, buf_4, buf_4, buf_4, buf_12" \
    grt_overflow_total 0 \
    critPathArrivalTime_ps 16370 \
    p_per_area_nw_per_um2 32.59 \
    fin_util_pct 19.01 \
    fp.dieH_um 656 \
    p_leak_nw 25.51 \
    fp_util_pct 13.48 \
    die_w_um 656 \
    fillCellCount 42500 \
    core-area_um2 402900 \
    routabilityCongestion 0.8343 \
    portBuffers 1026 \
    worst_pin_slew_ps 852.6 \
    hpwl_mm 118.0 \
    rsz0062_at_grt "false" \
    crit_top_cell "buf_4" \
    synthCells 2108 \
    critPathCaptureType "flop" \
    synth_flops 1536 \
    synth-area-yosys_um2 54310 \
    period_minus_slack_ps 15900 \
    layout.cells.non_filler 8858 \
    min_path_type "flop to flop" \
    fin_tns_setup_ps 0 \
    fmax_ghz 0.06291 \
    vdd.ir_drop.worst_uv 28.82 \
    chipArea_um2 430300 \
    ant_nets 0 \
    required_ps 60680 \
    post_dp_cell_area_um2 71070 \
]
## layout by cell type, fill, tap and decap left out, types with 2 or more instances in the layout
master | Yosys | routed
clkinvlp_4 | 0 | 4
bufinv_16 | 0 | 15
mux2_2 | 54 | 54
mux2_4 | 458 | 458
clkinv_16 | 0 | 4
inv_16 | 0 | 2
clkbuf_1 | 0 | 34
clkdlybuf4s50_1 | 0 | 1025
clkinv_8 | 0 | 4
buf_4 | 0 | 44
inv_6 | 0 | 9
clkinv_4 | 0 | 3
diode_2 | 0 | 28
inv_8 | 0 | 4
buf_12 | 0 | 3
edfxtp_1 | 1536 | 1536
clkbuf_16 | 0 | 170
clkinv_1 | 0 | 33
clkinv_2 | 0 | 20
## per-layer routing
| metal | up-vias | part of all wire, % | global-route usage (%) |
|---|---|---|---|
| li1 | 10951 | - | - |
| met1 | 12273 | 31 | 6.919 |
| met2 | 1012 | 52 | 12.65 |
| met3 | 272 | 11 | 4.053 |
| met4 | 22 | 4.9 | 3.311 |
| met5 | - | 0.086 | 0 |
## synthesized netlist by cell type (all sizes together)
cell type,instances,area [um2]
edfxtp,1536,46120
mux2,512,7485
buf,57,681.9
and2,1,6.260
inv,1,3.750
nor2b,1,6.260
## through the flow
step	worst slack [ps]	power, mW
after floorplan	23700	1.397
after CTS	44310	2.544
after global placement	43410	1.502
after global routing	44040	2.598
final	44300	2.496
after detailed placement	43340	1.505
## path summary, 6_finish.rpt
path                startpoint             to  depth (start not counted)
setup reg to reg  regfile[302]  data_out[302]                          1
setup / recovery            rw   regfile[973]                          7
hold / removal    regfile[818]  data_out[306]                          1
hold reg to reg   regfile[818]  data_out[306]                          1
## cell families after synthesis
kind of cell,share of synthesized area [%]
buf+inv,1.263
flops,84.93
mux,13.78
simple gates,0.02305
## power by group
group	switching [mW]	total (mW)	leakage (nW)	internal, mW
clock	0.431	1.02	2.64	0.589
combinational	0.0726	0.187	8.25	0.115
sequential	0.0237	1.29	14.6	1.27
## registers in the layout (all words and copies together), names as in the netlist
register and flops:
data_out 512, regfile 1024
## area by class of cell
class                      instances  share of cell area [%]
antenna                           28                 0.09148
tap                             5405                   8.830
clock buffer                     204                   5.721
inverter                           1                 0.01470
clock inverter                    97                   1.395
timing repair buffer            1073                   13.92
sequential                      1536                   60.22
multi-input combinational        514                   9.802
No activity file was given, so power comes from the tool's default toggle rates.
