File: /design/flow/config.mk
export PLATFORM = sky130hd
export DESIGN_NAME = xorEncr
export DESIGN_NICKNAME = xorEncr
export VERILOG_FILES = /design/flow/design.v
export SDC_FILE = /design/flow/constraint.sdc
export NUM_CORES = 4
export LEC_CHECK = 1
export CORE_AREA = 10 10 600 600
export DIE_AREA = 0 0 610 610
File: /design/flow/constraint.sdc
current_design xorEncr

set clk_period 40.2
set clk_io_pct 0.2

create_clock -name clk0 -period $clk_period [get_ports {clk}]

set non_clock_inputs [all_inputs -no_clocks]
set_input_delay [expr $clk_period * $clk_io_pct] -clock clk0 $non_clock_inputs
set_output_delay [expr $clk_period * $clk_io_pct] -clock clk0 [all_outputs]
File: /design/flow/design.v
module xorEncr (clk, rst, start, rw_flag, done,
sd_data_in, sd_data_out, sd_data_valid, sd_ready, 
reg_file_rw, reg_file_sel, reg_file_data_out);
    parameter DATA_WIDTH = 512; 
    parameter KEY_WIDTH = 512; 
    input wire clk;
    input wire rst;
    input wire start;  
    input wire rw_flag;  
    output wire done;  
    input wire [DATA_WIDTH-1:0] sd_data_in;  
    output reg [DATA_WIDTH-1:0] sd_data_out;  
    input wire sd_data_valid;  
    input wire sd_ready;  
    output reg reg_file_rw;  
    output reg reg_file_sel;  
    input wire [KEY_WIDTH-1:0] reg_file_data_out;  
    localparam IDLE            = 4'b0000;
    localparam READ_DATA       = 4'b0001;
    localparam READ_KEY        = 4'b0010;
    localparam WAIT_KEY        = 4'b0011;
    localparam ENCRYPT         = 4'b0100;
    localparam WRITE_ENCRYPTED = 4'b0101;
    localparam READ_ENCRYPTED  = 4'b0110;
    localparam DECRYPT         = 4'b0111;
    localparam WRITE_DECRYPTED = 4'b1000;
    localparam DONE_STATE      = 4'b1001;
    reg [3:0] state, next_state;
    reg [DATA_WIDTH-1:0] data_buffer;       
    reg [KEY_WIDTH-1:0] key_buffer;         
    reg [DATA_WIDTH-1:0] result_buffer;     
    assign done = (state == DONE_STATE);   
    always @(posedge clk) begin
        if (rst) begin
            state <= IDLE;
            data_buffer <= {DATA_WIDTH{1'b0}};
            key_buffer <= {KEY_WIDTH{1'b0}};
            result_buffer <= {DATA_WIDTH{1'b0}};
        end else begin
            state <= next_state;
            case (state)
                READ_DATA: begin
                    if (sd_data_valid)
                        data_buffer <= sd_data_in;   
                end
                READ_ENCRYPTED: begin
                    if (sd_data_valid)
                        data_buffer <= sd_data_in;   
                end
                WAIT_KEY: begin
                    key_buffer <= reg_file_data_out;   
                end
                ENCRYPT: begin
                    result_buffer <= data_buffer ^ key_buffer;   
                end
                DECRYPT: begin
                    result_buffer <= data_buffer ^ key_buffer;   
                end
            endcase
        end
    end
    always @(*) begin
        next_state = state;
        sd_data_out = {DATA_WIDTH{1'b0}};
        reg_file_rw = 1'b0;
        reg_file_sel = 1'b0;
        case (state)
            IDLE: begin
                if (start) begin
                    if (rw_flag == 1'b1)
                        next_state = READ_DATA;       
                    else
                        next_state = READ_ENCRYPTED;  
                end
            end
            READ_DATA: begin
                if (sd_data_valid)
                    next_state = READ_KEY;
            end
            READ_KEY: begin
                reg_file_rw = 1'b0;    
                reg_file_sel = 1'b0;   
                next_state = WAIT_KEY;
            end
            WAIT_KEY: begin
                next_state = ENCRYPT;
            end
            ENCRYPT: begin
                next_state = WRITE_ENCRYPTED;
            end
            WRITE_ENCRYPTED: begin
                sd_data_out = result_buffer;   
                if (sd_ready)
                    next_state = DONE_STATE;
            end
            READ_ENCRYPTED: begin
                if (sd_data_valid)
                    next_state = READ_KEY;
            end
            DECRYPT: begin
                next_state = WRITE_DECRYPTED;
            end
            WRITE_DECRYPTED: begin
                sd_data_out = result_buffer;   
                if (sd_ready)
                    next_state = DONE_STATE;
            end
            DONE_STATE: begin
                next_state = IDLE;
            end
            default: begin
                next_state = IDLE;
            end
        endcase
    end
endmodule
File: /design/flow/run.sh
#!/bin/bash
# OpenROAD 26Q1-2900-gdf79404cd8, Yosys 0.63+post, stock flow scripts
make -C /OpenROAD-flow-scripts/flow DESIGN_CONFIG=/design/flow/config.mk WORK_HOME=/design/flow/orfs finish
==> run notes <==
Main metrics from the flow reports.

The flow ran to the end, and the final reports show no timing, DRC or antenna violations. The slowest stage cell on the critical path is sky130_fd_sc_hd__buf_4. The most numerous logic cell after layout is sky130_fd_sc_hd__dfxtp_1.

The number of detailed-routing iterations run before antenna repair is 5. The synthesized area divided by synthesized cell count came out at just over 10 um2. The maximum buffer depth of the clock tree is 4. Setup repair after global routing left no endpoint under its margin. The port buffer count is 1,542. According to the timing report, the data required time at the worst endpoint equals between 30,000 and 40,000 ps. The final timing report lists a max-slew violation count of 0. The number of hold violations in the final report came out at 0. The cell that appears most often on the critical path is sky130_fd_sc_hd__buf_4.

The power density normalized to cell area came out at ~39 nW/um2. The number of max-cap violations came out at 0. The number of antenna violations at the first check in global routing came out at about 110. The kind of end point of the critical path is a primary output. In this run the standard cell core region covers 346,000 um2. The worst stage delay on the critical path came out at between 600 and 700 ps. After layout, the minimum clock period comes to between 10,000 and 15,000 ps.

The worst setup path is launched from a register. The width of the die came out at between 600 and 700 um. The die span in y came out at around 600 um. Yosys reported a register bit count of between 1,500 and 2,000. The overflow left after global routing came out at 0.

The buffer cell driving the clock tree root is sky130_fd_sc_hd__clkbuf_16. The distinct cell type count after synthesis is 23. The number of warning messages in the yosys log came out at 1. 1,545 I/O pins were placed. Across every metal layer, demand over resource in global routing totals 0.163. The worst-case IR drop observed on VDD is roughly 0.034 mV. For this run, the share of the core covered by cells in the final layout is 0.270. The final antenna-violating net count is 0. The die area came out at around 370,000 um2. Relative to the synthesized area, the layout overhead comes to 36.7%. The share of final-layout standard cells stronger than drive strength 1 is 0.104. STA puts the critical path data arrival time at ~4500 ps. Looking at the setup timing report, the critical path kind is register to primary output. The class of the worst hold path is register to register. The highest clock rate is between 0.08 and 0.09 GHz. The post-place instance area is between 80,000 and 90,000 um2.

The maximum level of the CTS H-tree came out at 4. The sum of routed wire length over all layers is roughly 310,000 um. The transition time at the pin with the least slew margin came out at 842 ps.

The hold buffer count at cts came out at 0. Of the synthesized area, sequential elements account for 0.451. The static leakage is between 20 and 30 nW. According to the Yosys statistics, the synthesized design has a chip area of between 60,000 and 70,000 um2. The number of clock sinks came to 1,545. The number of design-rule violations left by the first detailed-router iteration is 3,269. The final layout reports a setup TNS of 0 ps. For the final database, setup skew stands at ~58 ps. The wire length of the first global-routing pass is approximately 420,000 um. The final design instance area without fill came out at between 90,000 and 100,000 um2.

The timing report notes that buffer and inverter cells on the critical path total 5. The global placer's final weighted congestion came out at between 0.8 and 0.9. The final HPWL from detailed placement came out at approximately 250,000 um. Ranking logic cells in the layout by count gives the top entries sky130_fd_sc_hd__dfxtp_1 (1,543), sky130_fd_sc_hd__clkdlybuf4s50_1 (1,541), sky130_fd_sc_hd__nand2b_1 (1,026). The stage logs contain a warning count of approximately 42. The largest fanout of any net on the critical path is around 65. For this run, the final setup violation count is recorded as 0. The CTS buffer count is between 150 and 200. TritonCTS built the clock tree. The CTS clock-pin slew for the worst setup and hold paths is 50 ps. The via count of the first global-routing pass is about 50,000.

The average vias per placed instance is slightly below 4. The cell count after synthesis came out at 6,689. On the critical path the largest part of the delay comes from buffers and inverters. The cell area after technology mapping came out at 68,500 um2. For reference, the critical path cell chain is nor2_4 -> buf_4 -> buf_4 -> buf_4 -> buf_4 -> nor2b_1 -> clkdlybuf4s50_1.

The post-CTS resize count is 0. Of the available clock period, the critical path in the final layout requires 0.311. For this run, design rule violations remaining after detail routing come to 0. The maximum number of pins on one net before global-route repair came out at roughly 160. The relative slew slack is 0.435.

The clock network latency to the later pin of the worst-skew pair came out at slightly below 900 ps. The number of buffers inserted to repair setup after CTS came out at 0. The routed length per placed instance came out at 24.4 um. The number of standard cells reported by yosys is between 6,000 and 7,000.

The pre-placement core utilization is 0.198. The via total after detailed routing came out at 50,100. The report lists the number of standard-cell rows as roughly 220.
## layer usage
metal  wire [um]  vias up  track usage
met5         250        -            0
met4        8670       40       0.0386
met3       26700      365       0.0609
met2      144000     1304        0.260
met1      131000    23700        0.212
li1            -    24700            -
## worst reg2reg max path: stages (launching register included)
cell and delay [ps]:
sky130_fd_sc_hd__dfxtp_4 790, sky130_fd_sc_hd__buf_4 620, sky130_fd_sc_hd__buf_4 660, sky130_fd_sc_hd__buf_4 680, sky130_fd_sc_hd__buf_4 720, sky130_fd_sc_hd__buf_4 710
sky130_fd_sc_hd__nor2_1 160, sky130_fd_sc_hd__a211oi_2 210
## area by class of cell
| class | count | area (um2) |
|---|---|---|
| antenna | 30 | 75.1 |
| tap | 4578 | 5730 |
| clock buffer | 268 | 5460 |
| multi-input combinational | 4628 | 34400 |
| clock inverter | 69 | 810 |
| sequential | 1545 | 30900 |
| fill | 36400 | 253000 |
| inverter | 2 | 7.51 |
| timing repair buffer | 1627 | 16200 |
## power by group
| group | total, mW | leakage [nW] | switching (mW) | internal [mW] |
|---|---|---|---|---|
| combinational | 0.299 | 12.7 | 0.132 | 0.167 |
| sequential | 1.59 | 12.5 | 0.0260 | 1.57 |
| clock | 1.74 | 3.09 | 0.728 | 1.01 |
## cell families after synthesis
kind of cell / count (synthesis) / synth area share
compound gates: 517 / 0.0897
xor+xnor: 512 / 0.0654
buf+inv: 517 / 0.0460
flops: 1545 / 0.451
mux: 1024 / 0.150
other cells: 1 / 0.0000547
simple gates: 2573 / 0.198
## path summary, 6_finish.rpt
kind / startpoint / endpoint / slack [ps] / depth (start not counted)
worst max register to register: state[2]$_DFF_P_ / result_buffer[146]$_SDFFE_PP0P_ / 35540 / 7
worst max-delay path: state[7]$_DFF_P_ / sd_data_out[35] / 27710 / 7
worst min-delay path: state[3]$_DFF_P_ / state[8]$_DFF_P_ / 430 / 1
worst min register to register: state[3]$_DFF_P_ / state[8]$_DFF_P_ / 430 / 1
## state kept, by name, indices dropped and copies added, names as in the netlist
| name | flops |
|---|---|
| data_buffer | 512 |
| state | 9 |
| result_buffer | 512 |
| key_buffer | 512 |
## cells in the mapped netlist, drive strengths merged
master,instances,area [um2]
nor2,1026,3860
conb,1,3.75
xnor2,512,4480
or2,1,6.26
o21a,1,7.51
dfxtp,1545,30900
a21oi,3,15.0
or4b,1,10.0
nand3,1,5.00
nand3b,1,7.51
a211oi,512,6120
clkbuf,174,653
nor4b,2,17.5
o21ai,1,5.00
nor2b,515,3220
nand2b,1026,6420
buf,341,2490
inv,2,7.51
mux2i,1024,10200
## metrics by stage
stage	hold slack, ps	std cells	worst slack, ps	total power [mW]
floorplan	393	6690	31180	1.78
global placement	414	12400	27300	1.93
finish	431	12700	27710	3.63
detailed placement	422	12400	27290	1.93
CTS	434	12700	27540	3.69
global route	447	12700	27400	3.77
Power figures rest on the tool's default switching activity, not on a simulated workload.
